File: config.mk
export PLATFORM = sky130hd
export DESIGN_NAME = uart_counter
export DESIGN_NICKNAME = uart_counter
export VERILOG_FILES = /design/flow/design.v
export SDC_FILE = /design/flow/constraint.sdc
export NUM_CORES = 4
export LEC_CHECK = 1
export CORE_AREA = 10 10 70 70
export DIE_AREA = 0 0 80 80
File: constraint.sdc
current_design uart_counter

set clk_period 1.2
set clk_io_pct 0.2

create_clock -name clk0 -period $clk_period [get_ports {clk}]

set non_clock_inputs [all_inputs -no_clocks]
set_input_delay [expr $clk_period * $clk_io_pct] -clock clk0 $non_clock_inputs
set_output_delay [expr $clk_period * $clk_io_pct] -clock clk0 [all_outputs]
File: design.v
module uart_counter (
  input  logic clk,
  input  logic rst_n,
  input  logic en,
  output logic [3:0] count
);
always_ff @(posedge clk or negedge rst_n) begin
  if (!rst_n) begin
    count <= '0;
  end
  else if (en) begin
    count <= count + 1'b1;
  end
  else begin
    count <= count;
  end
end
endmodule
File: run.sh
#!/bin/bash
# OpenROAD 26Q1-2900-gdf79404cd8, Yosys 0.63+post, stock flow scripts
make -C /OpenROAD-flow-scripts/flow DESIGN_CONFIG=/design/flow/config.mk WORK_HOME=/design/flow/orfs finish
==> flow_metrics.env <==
# yosys + openroad results
export IMPL_ys_cells=11
export IMPL_fin_total_pwr_mw=0.7756
export IMPL_synth_warnings=1
export IMPL_cap_violations=0
export IMPL_drive_gt1_share_pct=34.78
export IMPL_drt_iter0_markers=12
export IMPL_drt_wirelength_per_cell_um=6.928
export IMPL_drc_errors=0
export IMPL_warnings=25
export IMPL_synth_flops=4
export IMPL_first_global_vias=146
export IMPL_top_register="count"
export IMPL_grt_use_total_pct=1.600
export IMPL_num_vias=141
export IMPL_routed_wl_um=478
export IMPL_cp_end_kind="register"
export IMPL_maxSlewHeadroom_pct=86.85
export IMPL_crit_arrival_ns=1.23
export IMPL_worstPathBufferInverterCount=1
export IMPL_cp_depth=3
export IMPL_setup_violations_final=0
export IMPL_fin_area_um2=334.1
export IMPL_dieArea_um2=6400
export IMPL_fin_worst_hold_slack_ns=0.2147
export IMPL_tritoncts="built"
export IMPL_topCellsByArea="dfrtp_1 63%, xnor2_1 11%, ha_1 7.8%, mux2_2 7.0%, xor2_1 5.5%"
export IMPL_area_delta_synth_final_pct=108.6
export IMPL_path_delay_family="flip-flops"
export IMPL_grt_max_degree=5
export IMPL_die_h_um=80
export IMPL_ant_nets=0
export IMPL_htreeDepth=1
export IMPL_vias_per_cell=2.043
export IMPL_coreArea_um2=3416
export IMPL_tightest_slew_ns=0.1966
export IMPL_power_density_nw_per_um2=2322
export IMPL_grt_pass1_wl_um=731
export IMPL_cts_buffers=3
export IMPL_utilization_pct=9.780
export IMPL_max_vdd_ir_drop_mv=1.239
export IMPL_clk_pin_slew_worst_paths_ns=0.04
export IMPL_row_count=21
export IMPL_io_buffers=6
export IMPL_dpl_cell_count=64
export IMPL_place_gp_congestion=0.6722
export IMPL_diodes=0
export IMPL_clkLatencyLatePin_ns=0.23
export IMPL_top_cell_area_share_pct=62.50
export IMPL_placed_cell_area_um2=285.3
export IMPL_io_pins=7
export IMPL_syn_area_um2=160.2
export IMPL_rsz0062_at_grt="no"
export IMPL_finalCriticalPeriod_ns=1.114
export IMPL_fp_util_pct=4.689
export IMPL_largestRegisters="count (4)"
export IMPL_worstPathMaxFanout=3
export IMPL_status="finished clean"
export IMPL_cts_sinks=4
export IMPL_yosys_cell_types_count=7
export IMPL_dr_pass1_iters=3
export IMPL_ff2ff_path_depth=3
export IMPL_hold_viol=0
export IMPL_crit_chain="buf_6 -> ha_4 -> mux2_2"
export IMPL_die_w_um=80
export IMPL_cp_slowest_cell="dfrtp_1"
export IMPL_post_route_period_util_pct=92.80
export IMPL_syn_avg_cell_area_um2=14.56
export IMPL_antenna_found_initial=0
export IMPL_report_final_slew_viol_count=0
export IMPL_cts_buffer_depth=2
export IMPL_timing_clock_skew_ns=0.002932
export IMPL_required_ns=1.31
export IMPL_top_area_cell="dfrtp_1"
export IMPL_synth_cells=11
export IMPL_critPathLaunchType="register"
export IMPL_grt_remaining_overflow=0
export IMPL_lay_top_cells="4 x dfrtp_1, 4 x dlygate4sd2_1, 3 x clkbuf_4"
export IMPL_fmax_mhz=898.0
export IMPL_leakage_nw=0.1286
export IMPL_cts_root_buffer="clkbuf_4"
export IMPL_synth_seq_share_pct=62.50
export IMPL_stdcell_count=69
export IMPL_largest_reg_flops=4
export IMPL_ys_chip_area_um2=160.2
export IMPL_max_stage_delay_ns=0.39
export IMPL_holdCritPathClass="in -> async"
export IMPL_critical_path_class="reg -> reg"
-- stage by stage --
| step | TNS [ns] | worst slack (ns) |
|---|---|---|
| floorplan | 0 | 0.1671 |
| global placement | -0.03637 | -0.03637 |
| detailed placement | -0.08731 | -0.07584 |
| CTS | 0 | 0.01935 |
| global route | 0 | 0.02443 |
| finish | 0 | 0.08637 |
-- power breakdown --
group | internal (mW) | switching, mW | leakage (nW)
registers | 0.208 | 0.0448 | 0.0469
logic | 0.228 | 0.131 | 0.0679
clock network | 0.112 | 0.0519 | 0.0138
total | 0.548 | 0.228 | 0.129
-- synthesized netlist by cell type, drive strengths merged --
library cell / n
xor2: 1
dfrtp: 4
nand4: 1
xnor2: 2
ha: 1
nand2: 1
mux2: 1
-- path summary, 6_finish.rpt --
check | slack (ns) | startpoint | end
setup / recovery | 0.09 | count[0] | count[1]
hold / removal | 0.21 | rst_n | count[3]
setup reg to reg | 0.09 | count[0] | count[1]
hold reg to reg | 0.46 | count[3] | count[3]
max in group asynchronous | 0.81 | rst_n | count[1]
min in group clk0 | 0.46 | count[3] | count[3]
-- routing by layer --
metal  track usage, %  part of all wire [%]  routed length [µm]
met3            1.364                   8.8                  42
met4           0.3521                   1.3                   6
met2            1.284                    24                 116
met5                0                     0                   0
met1            2.603                    65                 313
-- cell families after synthesis --
group | Yosys count | share of synthesized area [%]
xor gates and xnor gates | 3 | 16.41
adders and majority gates | 1 | 7.811
DFF | 4 | 62.50
muxes | 1 | 7.031
and+or+nand+nor | 2 | 6.250
-- layout make-up --
| cell class | count | area, µm² |
|---|---|---|
| clock buffers | 3 | 22.52 |
| fillers | 401 | 3082 |
| repair buffers | 9 | 81.33 |
| flip-flops and latches | 4 | 100.1 |
| multi-input cells | 7 | 72.57 |
| well taps | 46 | 57.56 |
-- what timing repair did --
item | CTS | global route
setup endpoints to repair | 4 | 1
setup buffers | 2 | 0
pin swaps | 0 | 0
hold buffers | 0 | 0
gates resized | 4 | 2
Power and IR drop assume default switching activity.
