`design/flow/run.sh`:
```
#!/bin/bash
# OpenROAD 26Q1-2900-gdf79404cd8, Yosys 0.63+post, stock flow scripts
make -C /OpenROAD-flow-scripts/flow DESIGN_CONFIG=/design/flow/config.mk WORK_HOME=/design/flow/orfs finish
```
`design/flow/config.mk`:
```
export PLATFORM = sky130hd
export DESIGN_NAME = data_processor
export DESIGN_NICKNAME = data_processor
export VERILOG_FILES = /design/flow/design.v
export SDC_FILE = /design/flow/constraint.sdc
export NUM_CORES = 4
export LEC_CHECK = 1
export CORE_AREA = 10 10 84 84
export DIE_AREA = 0 0 94 94
```
`design/flow/constraint.sdc`:
```
current_design data_processor

set clk_period 2.1
set clk_io_pct 0.2

create_clock -name clk0 -period $clk_period [get_ports {clk}]

set non_clock_inputs [all_inputs -no_clocks]
set_input_delay [expr $clk_period * $clk_io_pct] -clock clk0 $non_clock_inputs
set_output_delay [expr $clk_period * $clk_io_pct] -clock clk0 [all_outputs]
```
`design/flow/design.v`:
```
module data_processor #(
  parameter DATA_BITS = 8
)(
  input  logic       clk,             
  input  logic       rst_n,           
  input  logic       rx_data_valid,   
  input  logic [7:0] rx_data,         
  output logic       tx_en,           
  output logic [7:0] data_out         
);
logic [7:0] data_reg;
logic data_valid;
always_ff @( posedge clk or negedge rst_n ) begin : BLK_DATA_REG
  if(!rst_n) begin
    data_reg <= '0;
    data_valid <= 1'b0;
  end
  else begin
    data_reg <= rx_data;
    data_valid <= rx_data_valid;
  end
end
always_ff @( posedge clk or negedge rst_n ) begin : BLK_TX
  if(!rst_n) begin
    tx_en <= 1'b0;
    data_out <= '0;
  end
  else begin
    tx_en <= data_valid;
    data_out <= data_reg + 1'b1;
  end
end
endmodule  
```
==> changes_impl.md <==
### Physical design

- Status: finished, final reports clean
- Chip Area, Yosys: ~570 um2
- CTS Hold Buffers Added: 0
- Pre-Repair DR Iteration Count: 2
- Worst-Skew Late Latency: approximately 240 ps
- Ys Warns: 1
- P_int: just under 0.0006 W
- Post-CTS setup buffers: 0
- Post-detail-place hpwl: roughly 930 um
- Kind of cell adding the most delay to the critical path: buffers and inverters
- Die Height: between 90 and 100 um
- Crit-path slowest cell: clkdlybuf4s50_1
- FF-to-FF End: data_out[7]
- Clk sinks: 18
- Setup TNS: 0 ps
- CP Data Arrival Time: 1030 ps
- Vias per cell: 2.53
- Commonest cells after routing, fill and taps aside: clkdlybuf4s50_1 (19), dfrtp_1 (18), clkbuf_8 (4)
- Yosys cell count: 34
- Hold Crit Depth: 0
- Final Cycle Share: 0.690
- Post-Route WL: 1.09 mm
- Vias: 321
- Placed insts: 123
- Syn Std Cell Area: 567 um2
- Layout cells sized above 1: 0.105
- Syn Area/Cell: ~17 um2
- CTS-repair resized insts: 0
- Worst Reg-to-Reg Cells: 3
- Clock transition at the registers of the reported paths: approximately 60 ps
- Hold endpoint: tx_en
- Diodes inserted: 0
- WL/cell: roughly 8.6 um
- Placer Congestion: 0.700
- Site Rows: 26
- Max-slew violations: 0
- Core Footprint: around 5200 um2
- Flop-to-flop setup slack: 1090 ps
- Die width: 94 um
- Setup-failing EPs final: 0
- P_sw: 0.000123 W
- Initial antenna violation count: 0
- CP Capture Type: primary output
- CTS Buffer Depth: 2
- Synth-to-Final Area Change: 58.7%
- Maxcap violations: 0
- Critical path class: reg2out
- Number of buffers created by CTS: 3
- Layout Skew: between 0.8 and 0.9 ps
- Post-route ant nets: 0
- Least-Margin Pin Slew: between 700 and 800 ps
- Gate power share: 0.084
- PnR Total Power: 0.000700 W
- Sequential share of power: 0.540
- Switching part of the total power: 0.175
- Post-synthesis cell type count: 11
- Hold Violations, Final: 0
- TritonCTS clock tree: yes
- Floorplan utilization: 0.109
- H-tree depth: 1
- Dominant logic cell type in the layout: clkdlybuf4s50_1
- Total track usage: 0.0250
- Iteration-0 DRC Markers: 13
- Worst R2R Start: data_reg[2]
- Ys flops: 18
- Fmax: a little under 700 MHz
- Final cell count without fillers: 127
- Top Ports: 20
- Critical path peak fanout: 1
- Root Driver: clkbuf_8
- Crit path cell chain: clkdlybuf4s50_1
- Fillcell total: 571
- Vias in the first global route: 385
- Crit path DRT: 1680 ps
- Largest net degree at the start of global routing: 19
- Log Warnings: 25
- Slowest stage delay, CP: 460 ps
- Hold Startpoint: data_valid
- Mapped Cells: 34
- P per Cell Area: 779 nW/um2
- Critical Path Start Type: flip-flop
- # DRC: 0
- Relative slew slack: 0.518
- Seq share, synth: 0.795
- GRT overflow: 0
- Leak: 0.364 nW
- Clock power frac: 0.375
- RSZ-0062 raised after global routing: no
- # port buffers: 19
- Worst vdd ir: 0.178 mV
- Buffers plus inverters on the worst setup path: 1
- DIE AREA: ~8800 um2
- Hold Path Class: reg2reg
- Global-route wire length before repair: 1.74 mm
- Final Critical Period: 1450 ps
synth_stat cells:
cell type	n	area [um2]
and3_1	1	6.26
dfrtp_1	18	450
ha_1	1	12.5
inv_1	1	3.75
nand2_1	2	7.51
nand3_1	2	10.0
nand3_2	1	10.0
nor2_1	1	3.75
nor3_2	1	10.0
xnor2_1	3	26.3
xor2_1	3	26.3
per-stage QoR:
| step | utilization | instance area [um2] | hold WS (ps) | setup slack, ps |
|---|---|---|---|---|
| 2_1_floorplan | - | 567 | 124 | 1190 |
| 6_report | 0.173 | 900 | 348 | 652 |
| 3_5_place_dp | 0.162 | 845 | 335 | 712 |
| 3_3_place_gp | 0.162 | 845 | 336 | 753 |
| 5_1_grt | 0.173 | 900 | 373 | 600 |
| 4_1_cts | 0.173 | 900 | 349 | 622 |
layout make-up:
cell class,instances,area (um2),share of cell area
tap,70,87.6,0.0974
inverter,1,3.75,0.00417
multi-input combinational,15,113,0.125
sequential,18,450,0.501
timing repair buffer,19,190,0.211
clock buffer,4,55.1,0.0612
cells by family after synthesis:
kind of cell	count (synthesis)	share of synthesized area
AND/OR/NAND/NOR	8	0.0839
buffers and inverters	1	0.00662
adder cells (fa/ha/maj)	1	0.0221
XOR/XNOR	6	0.0927
flip-flops	18	0.795
worst max path at each step:
stage | from | to | slack, ps | cells after the start
4_1_cts | data_out[1] | data_out[1] | 620 | 1
5_1_grt | data_out[1] | data_out[1] | 600 | 1
6_report | data_out[1] | data_out[1] | 650 | 1
metal layers:
metal  wire [um]  vias to the layer above  GRT usage
li1            -                      153          -
met1         374                      153     0.0227
met2         553                       13     0.0467
met3         117                        2     0.0105
met4          41                        0     0.0114
met5           0                        -          0
worst register-to-register path: stages (launching register included):
cell	delay [ps]
dfrtp_1	410
nand3_2	140
nor3_2	210
xor2_1	170
power by group through the flow:
stage	clock network (W)	registers (W)	logic (W)
after CTS	0.000273	0.000379	0.0000615
after global routing	0.000287	0.000381	0.0000654
final	0.000263	0.000378	0.0000591
No activity file was given, so power comes from the tool's default toggle rates.
